==> design/flow/run.sh <==
#!/bin/bash
# OpenROAD 26Q1-2900-gdf79404cd8, Yosys 0.63+post, stock flow scripts
make -C /OpenROAD-flow-scripts/flow DESIGN_CONFIG=/design/flow/config.mk WORK_HOME=/design/flow/orfs finish
==> design/flow/config.mk <==
export PLATFORM = sky130hd
export DESIGN_NAME = registerUnit
export DESIGN_NICKNAME = registerUnit
export VERILOG_FILES = /design/flow/design.v
export SDC_FILE = /design/flow/constraint.sdc
export NUM_CORES = 4
export LEC_CHECK = 1
export CORE_UTILIZATION = 40
==> design/flow/constraint.sdc <==
current_design registerUnit

set clk_period 8.0
set clk_io_pct 0.2

create_clock -name clk0 -period $clk_period [get_ports {clk}]

set non_clock_inputs [all_inputs -no_clocks]
set_input_delay [expr $clk_period * $clk_io_pct] -clock clk0 $non_clock_inputs
set_output_delay [expr $clk_period * $clk_io_pct] -clock clk0 [all_outputs]
==> design/flow/design.v <==
module registerUnit (
  input logic [31:0] RuDataWrite,  
  input logic [4:0] rd,  			 
  input logic [4:0] rs1,			 
  input logic [4:0] rs2,			 
  input logic clk,					 
  input logic Ruwr,					 
  output logic [31:0] Ru1,				 
  output logic [31:0] Ru2				 
);
  logic [31:0] reg_file [31:0];		 
  initial begin
    for (int i = 0; i < 32; i++) begin
      reg_file[i] = 32'h00000000;
    end
  end
  always_ff @(negedge clk) begin
    if (Ruwr && rd != 5'b00000) reg_file[rd] <= RuDataWrite;
  end
  always @* begin
    Ru1 = reg_file[rs1];
    Ru2 = reg_file[rs2];
  end
endmodule
==> results.yml <==
# implementation run metrics
critical_path:
  cp.required_ps: 6400
  crit_start: "reg_file[0][13]"
  cp-start-kind: "flip-flop"
  endpoint_kind: "output pin"
  cp_max_fo: 2
  crit_type: "flip-flop to output pin"
  arrival_ps: 6440
synthesis:
  ys_area_um2: 48800
  ff_type: "edfxtp_1"
  syn_inst: 3387
  synth_flops: 1024
  edf_count: 1024
  synth_area_um2: 48800
  syn_avg_cell_area_um2: 14.4
  top_cells_by_count: "1024 x edfxtp_1, 1024 x mux2i_1, 195 x nand2_1, 194 x nand3_1"
  yosys_warnings: 1
  top_area_frac: 0.631
  synthDistinctLibCells: 25
  area_leaders: "edfxtp_1 63%, mux2i_1 21%, a22oi_1 3.0%"
  yosys.area.top_type: "edfxtp_1"
  ys_seq_frac: 0.631
  ys_cells: 3387
  ys_async_sr_fraction: 0
place:
  dp_slack_ps: 313
  place_inst: 5046
  dpl.hpwl_um: 84200
  io_buffers: 112
  place_congestion: 0.879
clocking:
  cts_hold_buf: 0
  path_clk_slew_ps: 30
  cts_buffers: 113
  cts_max_level: 3
  cts-root-buf: "clkbuf_16"
  cts_tree: "yes"
  clockBufferDepth: 3
  clock_sinks: 1024
sta:
  whs_ps: 4210
  setup_viol: 2
  slew_headroom: 0.411
  drv_slew: 0
  fin_ws_ps: -35.1
  tightest_slew_ps: 882
  rsz0062_at_grt: "true"
  final_hold_viol_count: 0
floorplanning:
  io_pins: 113
  die_h_um: 351
  row_count: 127
  die_width_um: 351
  core_area_um2: 120000
  die_area_um2: 123000
  initCoreUtil: 0.405
final_layout:
  instances_no_fill: 6278
  drive_above_1_share: 0.109
  largest_register_ffs: 1024
  final_util: 0.509
  fill_cells: 9934
  top_regs: "reg_file (1024)"
  top_register: "reg_file"
  areaGrowthSynthToFinish_pct: 25.6
flow_run:
  warnings: 1030
  cap_violations: 0
global_route:
  grt_usage: 0.258
  overflow: 0
  grt_max_degree: 74
  grt_pass1_wl_um: 215000
  antenna_found_initial: 6
  grt_pass1_vias: 37319
outcome:
  violations: "setup timing"
  outcome: "finished with violations"
power:
  leakage_nw: 26.7
  peakVddDrop_uv: 183
  power.density_nw_per_um2: 240
  totalPowerFinal_w: 0.0147
min_path:
  whs_path_depth: 6
  hold_start: "rs2[1]"
  hold_class: "input pin to output pin"
  hold_end: "Ru2[7]"
drt:
  drc: 0
  routedWlPerCell_um: 23.4
  drt_wl_total_um: 147000
  drt_iter0_markers: 1971
  vias: 34130
  via_per_inst: 5.44
  antennaDiodeCount: 0
  drtPass1Iterations: 5
  ant_nets: 0
[final cells by class]
cell class,instances,area (um^2),share of cell area
sequential,1024,30700,0.502
multi-input combinational,2140,17600,0.287
clock inverter,1114,4910,0.0802
timing repair buffer,272,3110,0.0508
clock buffer,116,2900,0.0474
tap,1612,2020,0.0329
[power by group]
group          switching (W)  leakage [nW]  internal, W
clock                0.00338          7.39      0.00407
sequential         0.0000309          9.25      0.00603
combinational       0.000729          10.1     0.000441
[cell usage in the layout (no fill, tap or decap), types with 30 or more instances in the layout]
master,n
inv_1,1041
mux2i_1,1024
edfxtp_1,1024
nand2_1,193
a21oi_1,192
a22oi_1,191
nand3_1,149
a22o_1,128
clkbuf_16,116
buf_4,96
clkdlybuf4s50_1,64
buf_12,62
a31oi_1,35
nand3_2,35
nor2_4,33
nor3_1,33
clkinvlp_2,32
conb_1,32
nor3_2,30
[per-layer routing]
metal,track usage,routed length [um],vias to the layer above
met5,0.00746,268,-
met3,0.164,18500,253
met4,0.110,4670,14
met1,0.316,54700,16484
met2,0.370,68900,1613
li1,-,-,15766
[worst max path at each step]
stage,slack (ps),endpoint
4_1_cts,-100,Ru2[21]
5_1_grt,-150,Ru2[21]
6_report,-40,Ru2[13]
[logic make-up after synthesis]
group,synth area share
other,0.0000769
buffers and inverters,0.0316
multiplexers,0.210
flip-flops,0.631
AND-OR/OR-AND,0.0805
AND/OR/NAND/NOR,0.0471
[through the flow]
step | instance area [um^2] | TNS (ps)
2_1_floorplan | 48900 | -3520
3_3_place_gp | 52700 | 0
4_1_cts | 61000 | -196
3_5_place_dp | 52700 | 0
5_1_grt | 61300 | -451
6_report | 61300 | -59.2
[worst max-delay path, stage by stage (launching register included)]
cell             delay, ps
edfxtp_1               350
mux2i_1                 80
a22o_1                 240
nor3_1                 300
a31oi_2                110
nand3_2                170
clkdlybuf4s50_1        490
[timing repair]
action,in CTS,in global routing
pin swaps,51,45
endpoints found under the setup margin,51,36
hold endpoints to repair,0,0
buffers inserted,0,3
resized,130,46
Power figures rest on the tool's default switching activity, not on a simulated workload.
