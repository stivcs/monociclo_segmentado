## flow/run.sh

```bash
#!/bin/bash
# OpenROAD 26Q1-2900-gdf79404cd8, Yosys 0.63+post, stock flow scripts
make -C /OpenROAD-flow-scripts/flow DESIGN_CONFIG=/design/flow/config.mk WORK_HOME=/design/flow/orfs finish
```

## flow/config.mk

```make
export PLATFORM = sky130hd
export DESIGN_NAME = ALU
export DESIGN_NICKNAME = ALU
export VERILOG_FILES = /design/flow/design.v
export SDC_FILE = /design/flow/constraint.sdc
export NUM_CORES = 4
export LEC_CHECK = 1
export CORE_UTILIZATION = 30
```

## flow/constraint.sdc

```tcl
current_design ALU

set clk_period 18.6
set clk_io_pct 0.2

create_clock -name clk0 -period $clk_period

set non_clock_inputs [all_inputs -no_clocks]
set_input_delay [expr $clk_period * $clk_io_pct] -clock clk0 $non_clock_inputs
set_output_delay [expr $clk_period * $clk_io_pct] -clock clk0 [all_outputs]
```

## flow/design.v

```verilog
module ALU (A,B,ALUop,ALUS);
  input logic [31:0] A, B;  
  input logic [3:0] ALUop;  
  output logic signed [31:0] ALUS;  
  always @*
    begin 
      case (ALUop)
        4'b0000: ALUS = A + B;  
        4'b1000: ALUS = A - B;  
        4'b0001: ALUS = A << B;  
        4'b0010: ALUS = A < B;  
        4'b0011: ALUS = $unsigned(A) < $unsigned(B);  
        4'b0100: ALUS = A ^ B;  
        4'b0101: ALUS = A >> B;  
        4'b1101: ALUS = A >>> B[4:0];  
        4'b0110: ALUS = A | B;  
        4'b0111: ALUS = A & B;  
        default: ALUS = 4'b0;  
      endcase
    end
endmodule
```

==> run notes <==
Notes on the physical implementation.

- The run finished with clean final reports.
- Per the power-grid run, VDD falls by no more than 11.6 uV.
- The category of cells accounting for the largest share of critical-path delay is AND-OR/OR-AND gates, for reference.
- The area fraction in mux cells is 12.0%, for reference.
- The antenna diode count is 0, for reference.
- Across all hold checks on the routed design, the worst slack comes to 8.55 ns.
- The met2 usage in global routing is 44.3%, for reference.
- The weighted congestion at the end of routability-driven global placement is 1.04, for reference.
- The end-of-flow timing check tallies setup violations at 0.
- The initial utilization of the core area, before any placement, comes to 30.9%.
- The number of buffer and inverter stages on the critical path is 5, for reference.
- The worst slew margin relative to its limit is 41.2%, for reference.
- In the power breakdown, the internal column shows 0.104 mW.
- STA classifies the critical path endpoint as an output pin.
- Measured along the x axis, the die boundary spans 164 um.
- The share of total power dissipated in the clock network is 0%.
- The synthesized area per cell is 6.29 sq um, for reference.
- The number of gates on the worst path with buffers counted is 16, for reference.
- In this run the power spent charging and discharging nets is 0.171 mW.
- In this run, post-CTS repair resized a total of 0 instances.
- After detailed routing, the average wire length per cell comes to 24.6 um.
- The post-synthesis xor/xnor area fraction is 2.56%, for reference.
- The HPWL after detailed placement is 31,400 um, for reference.
- On met3, the global router reports a usage of 6.88%.
- The count of clock buffers in the final design is 0, for reference.
- The global routing usage on met1 is 42.3%, for reference.
- The required time at the worst endpoint is listed as 14.88 ns.
- The combined flip-flop and latch cell area is 0 sq um, for reference.
- Traced cell by cell, the critical path runs through buf_2 -> buf_4 -> inv_1 -> buf_4 -> ha_1 -> o21bai_1 -> a21oi_1 -> o31ai_1 -> a41oi_1 -> o311ai_1 -> a2111oi_0 -> o41ai_1 -> nand3_1 -> a21oi_1 -> o211ai_1 -> clkdlybuf4s50_1.
- Detailed-route iteration 0 reported a violation count of 939.
- The number of endpoints with negative hold slack in the final report is 0, for reference.
- Entering global routing, the biggest net connects 69 pins.
- The part of the power in registers is 0%, for reference.
- The post-detailed-route count of antenna-violating nets is 0, for reference.
- Across all layers, the routed design uses 9,912 vias.
- For this design the top-level I/O count stands at 100.
- Setup repair after global routing left no endpoint under its margin.
- The maximum operating frequency is 0.0776 GHz, for reference.
- Synthesis handed over a netlist of 1,252 instances.
- The leakage component of the power was reported as 3.75 nW.
- Per the breakdown, switching nets consume 62.1% of all power.
- Leaving out filler cells and counting taps, the final layout contains 1,616.
- The main logic family after synthesis is AND-OR/OR-AND gates, for reference.
- The aggregate negative setup slack is 0 ns, for reference.
- Warnings reported by Yosys during synthesis add up to 1.
- The area of the core is 0.0255 sq mm, for reference.
- STA lists the maximum fanout along the critical path as 68.
- The stage logs contain a warning count of 96.
- The DRC violation total left in the routed layout is recorded as 0.
- The complex-gate fraction of the synthesized area is 40.0%, for reference.
- As logged by OpenROAD, the buffers inserted on ports number 100.
- Global routing put the most usage on met2.
- The post-route netlist has 5.37% of its cells at a drive strength greater than 1.
- The number of global-route vias before repair was 9,271.
- The die is 164 um tall.
- For this run, the detailed router reports a per-instance via density of 6.13.
- According to the Yosys statistics, the synthesized design has a chip area of 0.00787 sq mm.
- The type recorded for the worst min-delay path is primary input to output pin.
- The synthesized netlist contains 76 unique library cells.
- The nature of the critical path startpoint is a primary input, for reference.
- The worst setup path is of the primary input to output pin kind.
- The final critical path takes up 69.3% of the cycle.
- For this run, the detailed router's first-pass iteration total came to 6.
- The worst path arrival time is 9.16 ns, for reference.
- For the pin with the worst max-slew slack, the measured transition is 0.881 ns.
- In this run the core area contains 58 standard-cell rows.
- The wire length of the first global-routing pass is 58,700 um, for reference.
- The biggest cell delay along the critical path is 0.64 ns, for reference.
- The relative contribution of combinational cells to total power is 100.0%, for reference.
- The total global routing overflow is 0, for reference.
- The number of buffers added for setup after CTS is 0, for reference.
- The cell count after placement is 1,616, for reference.
- Power spread over the standard cell area amounts to 30.2 mW/mm^2.
- The hold-critical path depth is 4, for reference.
- The timing report shows that the slowest cell on the worst path is sky130_fd_sc_hd__o41ai_1.
- The number of maximum-capacitance violations recorded for the run is 0.
- The worst path setup slack after routing is 5.72 ns, for reference.
- The number of antenna violations at the first check in global routing came to 0.
- The area growth from synthesis to layout is 15.6%, for reference.
- In the global route stage, overall resource usage came out at 29.9%.
- Per the synthesis report, the adder-cell share of the synthesized area is 15.8%.
- The register area share after synthesis is 0%, for reference.
- The detailed-route wire length is 39,800 um, for reference.
- The layout stage reports a final design area of 0.00910 sq mm.
- The final timing report lists a max-slew violation count of 0.
- The hold-fix buffer count after cts is 0, for reference.
- For this design, Yosys synthesis ends with a cell count of 1,252.
- The pre-CTS setup slack is 5.90 ns, for reference.
- The post-placement cell area is 0.00910 sq mm, for reference.
- The mapped netlist covers 0.00787 sq mm.
- For the finished layout, the period the worst path requires is 12.88 ns.
- The full die area is 0.0269 sq mm, for reference.
- The area fraction in and, or, nand and nor cells after synthesis is 20.4%, for reference.
- The number of sequential cells reported for the layout is 0.
[cell families after synthesis]
group,Yosys count
AOI/OAI and AO/OA,490
muxes,83
and+or+nand+nor,367
adders and majority gates,98
buffers and inverters,191
xor gates and xnor gates,23
[cell usage in the layout (no fill, tap or decap), types with 5 or more instances in the layout]
cell type	n
sky130_fd_sc_hd__xnor2_1	22
sky130_fd_sc_hd__o21a_1	8
sky130_fd_sc_hd__a22oi_1	15
sky130_fd_sc_hd__o31ai_1	6
sky130_fd_sc_hd__o221ai_1	16
sky130_fd_sc_hd__clkinv_1	5
sky130_fd_sc_hd__nand3_1	13
sky130_fd_sc_hd__a211oi_1	47
sky130_fd_sc_hd__o211ai_1	17
sky130_fd_sc_hd__nor2b_1	8
sky130_fd_sc_hd__ha_1	96
sky130_fd_sc_hd__o32ai_1	5
sky130_fd_sc_hd__o21ai_0	116
sky130_fd_sc_hd__nor3_1	25
sky130_fd_sc_hd__mux2i_1	61
sky130_fd_sc_hd__and2_1	7
sky130_fd_sc_hd__o22ai_1	15
sky130_fd_sc_hd__o21bai_1	13
sky130_fd_sc_hd__a21o_1	13
sky130_fd_sc_hd__a221o_1	6
sky130_fd_sc_hd__mux4_2	8
sky130_fd_sc_hd__buf_4	28
sky130_fd_sc_hd__a21oi_1	148
sky130_fd_sc_hd__a31oi_1	8
sky130_fd_sc_hd__a211o_1	10
sky130_fd_sc_hd__buf_2	5
sky130_fd_sc_hd__nor2_1	175
sky130_fd_sc_hd__nand2_1	87
sky130_fd_sc_hd__inv_1	91
sky130_fd_sc_hd__nor4_1	12
sky130_fd_sc_hd__nand4_1	5
sky130_fd_sc_hd__clkdlybuf4s50_1	94
sky130_fd_sc_hd__mux2_2	14
sky130_fd_sc_hd__or3_1	6
sky130_fd_sc_hd__nand2b_1	13
[area by class of cell]
| cell class | instances | area [sq um] |
|---|---|---|
| Inverter | 98 | 368 |
| Fill cell | 2750 | 16400 |
| Multi-Input combinational cell | 1061 | 7150 |
| Tap cell | 330 | 413 |
| Timing Repair Buffer | 127 | 1180 |
[path summary, 6_finish.rpt]
check             startpoint  endpoint
hold / removal          B[4]   ALUS[8]
setup / recovery        B[2]   ALUS[0]
[through the flow]
stage	utilization [%]	power [mW]
final	35.7	0.275
after global routing	35.7	0.296
after CTS	35.7	0.269
after detailed placement	35.7	0.267
after global placement	35.7	0.270
after floorplan	-	0.165
[cell usage after synthesis (all sizes together), types with 13 or more instances]
cell type | n | area (sq um)
o22ai | 16 | 106
xnor2 | 22 | 193
o221ai | 16 | 140
nand3 | 13 | 65.1
nand2 | 87 | 327
a21o | 13 | 97.6
o211ai | 17 | 128
o21bai | 13 | 97.6
mux2i | 61 | 611
nor3 | 25 | 125
nand2b | 13 | 81.3
ha | 96 | 1200
mux2 | 14 | 158
a22oi | 15 | 113
a211oi | 48 | 365
o21ai | 118 | 594
nor2 | 176 | 661
clkbuf | 77 | 290
a21oi | 148 | 741
buf | 16 | 71.3
inv | 93 | 349
[tightest hold or removal path: cells and delay by family]
family / cells / cell delay [ns]
AOI/OAI and AO/OA: 1 / 0.25
buffers and inverters: 3 / 0.85
[per-layer routing]
layer	vias up	wire (um)	share of wire, %
met1	4649	17400	44
met2	541	17000	43
li1	4633	-	-
met3	89	3930	9.9
met5	-	0	0
met4	0	1580	4.0
[power groups by stage]
| stage | clock network (mW) | registers (mW) | logic [mW] |
|---|---|---|---|
| CTS | 0 | 0 | 0.269 |
| global route | 0 | 0 | 0.296 |
| finish | 0 | 0 | 0.275 |
Power and IR drop assume default switching activity.
